==> /design/flow/design.v <==
`timescale 1ns / 1ps
module mat_mul #
    (
        parameter integer DIM_LOG = 1,      
        parameter integer DIM = 2**DIM_LOG,
        parameter integer SIZE = DIM*DIM,
        parameter integer SIZE_LOG = 2*DIM_LOG,
        parameter integer DATA_WIDTH = 32
    )
    (
        input wire  s00_axi_aclk,
        input wire  s00_axi_aresetn,
        output wire  s00_axis_tready,
        input  wire  [DATA_WIDTH-1 : 0] s00_axis_tdata,
        input  wire  s00_axis_tlast,
        input  wire  s00_axis_tvalid,
        output wire  m00_axis_tvalid,
        output wire  [DATA_WIDTH-1 : 0] m00_axis_tdata,
        output wire  [(DATA_WIDTH/8)-1 : 0] m00_axis_tstrb,
        output wire  m00_axis_tlast,
        input  wire  m00_axis_tready,
        input wire sel,
        input wire start
    );
    assign m00_axis_tstrb = 4'hf;    
    wire [DATA_WIDTH-1:0] data_out_mat_A;
    wire [DATA_WIDTH-1:0] data_out_mat_B;
    wire [DATA_WIDTH-1:0] data_in_mat_R;
    wire en_A, rw_A;
    wire en_B, rw_B;
    wire en_R, rw_R;
    wire clear;
    assign clear = en_R_pipe_2 & rw_R_pipe_2;
    wire [SIZE_LOG-1 : 0] addr_A;
    wire [SIZE_LOG-1 : 0] addr_B;
    wire [SIZE_LOG-1 : 0] addr_R;
    reg en_R_pipe_1;
    reg rw_R_pipe_1;
    reg en_R_pipe_2;
    reg rw_R_pipe_2;
    reg [SIZE_LOG-1 : 0] addr_R_pipe_1;
    reg [SIZE_LOG-1 : 0] addr_R_pipe_2;
    wire m00_axis_tready_from_agu;
    reg m00_axis_tready_pipe_1;
    reg m00_axis_tready_pipe_2;
    reg m00_axis_tready_pipe_3;
    wire m00_axis_tlast_from_agu;
    reg m00_axis_tlast_pipe_1;
    reg m00_axis_tlast_pipe_2;
    reg m00_axis_tlast_pipe_3;
    assign m00_axis_tvalid = m00_axis_tready_pipe_3;
    assign m00_axis_tlast = m00_axis_tlast_pipe_3;
    AGU # (DIM_LOG, DIM, SIZE, SIZE_LOG, DATA_WIDTH) agu(s00_axi_aclk,
                                                         s00_axi_aresetn,
                                                         s00_axis_tready,            
                                                         s00_axis_tlast,             
                                                         s00_axis_tvalid,            
                                                         m00_axis_tready_from_agu,   
                                                         m00_axis_tlast_from_agu,    
                                                         m00_axis_tready,            
                                                         sel,
                                                         start,
                                                         en_A,
                                                         en_B,
                                                         en_R,
                                                         rw_A,
                                                         rw_B,
                                                         rw_R,
                                                         addr_A,
                                                         addr_B,
                                                         addr_R
                                                         );
    bram # (DIM_LOG, DIM, SIZE, SIZE_LOG, DATA_WIDTH) matA(s00_axi_aclk, s00_axi_aresetn, en_A, rw_A, addr_A, s00_axis_tdata, data_out_mat_A);
    bram # (DIM_LOG, DIM, SIZE, SIZE_LOG, DATA_WIDTH) matB(s00_axi_aclk, s00_axi_aresetn, en_B, rw_B, addr_B, s00_axis_tdata, data_out_mat_B);
    MAC # (DIM_LOG, DIM, SIZE, SIZE_LOG, DATA_WIDTH) alu (s00_axi_aclk, s00_axi_aresetn, clear, data_out_mat_A, data_out_mat_B, data_in_mat_R);
    bram # (DIM_LOG, DIM, SIZE, SIZE_LOG, DATA_WIDTH) matR(s00_axi_aclk, s00_axi_aresetn, en_R_pipe_2, rw_R_pipe_2, addr_R_pipe_2, data_in_mat_R, m00_axis_tdata);
    always @ (posedge s00_axi_aclk)
        if(!s00_axi_aresetn) begin
            en_R_pipe_1 <= 1'b0;
            en_R_pipe_2 <= 1'b0;
            rw_R_pipe_1 <= 1'b0;
            rw_R_pipe_2 <= 1'b0;
            addr_R_pipe_1 <= 'b0;
            addr_R_pipe_2 <= 'b0;
            m00_axis_tready_pipe_1 <= 1'b0;
            m00_axis_tready_pipe_2 <= 1'b0;
            m00_axis_tready_pipe_3 <= 1'b0;
            m00_axis_tlast_pipe_1 <= 1'b0;
            m00_axis_tlast_pipe_2 <= 1'b0;
            m00_axis_tlast_pipe_3 <= 1'b0;
        end else begin
            en_R_pipe_1 <= en_R;
            en_R_pipe_2 <= en_R_pipe_1;
            rw_R_pipe_1 <= rw_R;
            rw_R_pipe_2 <= rw_R_pipe_1;
            addr_R_pipe_1 <= addr_R;
            addr_R_pipe_2 <= addr_R_pipe_1;
            m00_axis_tready_pipe_1 <= m00_axis_tready_from_agu;
            m00_axis_tready_pipe_2 <= m00_axis_tready_pipe_1;
            m00_axis_tready_pipe_3 <= m00_axis_tready_pipe_2;
            m00_axis_tlast_pipe_1 <= m00_axis_tlast_from_agu;
            m00_axis_tlast_pipe_2 <= m00_axis_tlast_pipe_1;
            m00_axis_tlast_pipe_3 <= m00_axis_tlast_pipe_2;
        end
endmodule
module bram #
(
    parameter integer DIM_LOG = 1,
    parameter integer DIM = 2**DIM_LOG,
    parameter integer SIZE = DIM*DIM,
    parameter integer SIZE_LOG = 2*DIM_LOG,
    parameter integer DATA_WIDTH = 32
)
(
    input wire s00_axi_aclk,
    input wire s00_axi_aresetn,  
    input wire en,
    input wire rw,
    input wire [SIZE_LOG-1 : 0] addr,
    input wire [DATA_WIDTH-1 : 0] data_in,
    output reg [DATA_WIDTH-1 : 0] data_out
);
    reg [DATA_WIDTH - 1 : 0] internal [SIZE-1 : 0];		 
    integer i;											 
    always @ (posedge s00_axi_aclk) begin
        if(!s00_axi_aresetn) begin
			data_out <= 'b0;
			for (i = 0; i < SIZE; i = i + 1)
				internal[i] <= 'b0;	
		end else if (en) begin		
			if (!rw) begin	
				data_out <= internal[addr];
			end else begin	
				internal[addr] <= data_in;
			end
		end else begin
			data_out <= 'b0;
		end
    end
endmodule
module MAC #
(
    parameter integer DIM_LOG = 1,
    parameter integer DIM = 2**DIM_LOG,
    parameter integer SIZE = DIM*DIM,
    parameter integer SIZE_LOG = 2*DIM_LOG,
    parameter integer DATA_WIDTH = 32
)
(
    input wire s00_axi_aclk,
    input wire s00_axi_aresetn,
    input wire clear, 
    input wire [DATA_WIDTH-1 : 0] data_A,
    input wire [DATA_WIDTH-1 : 0] data_B,
    output wire [DATA_WIDTH-1 : 0] data_R
);
    reg [DATA_WIDTH-1 : 0] reg_A, reg_B;
    reg [DATA_WIDTH-1 : 0] pre_result, cur_result;
    assign data_R = cur_result;
    always @ (posedge s00_axi_aclk) begin
        if (!s00_axi_aresetn) begin
            reg_A <= 'b0;
            reg_B <= 'b0;
            cur_result <= 'b0;
            pre_result <= 'b0;         
        end else begin
            reg_A <= data_A;
            reg_B <= data_B;
        end
    end
    always @ (reg_A, reg_B, pre_result) begin
        cur_result = reg_A * reg_B + pre_result;
    end 
    always @ (posedge s00_axi_aclk) begin
        if (clear) begin
            pre_result <= 'b0;
        end else begin
            pre_result <= cur_result;
        end
    end
endmodule
module AGU #
(
    parameter integer DIM_LOG = 1,
    parameter integer DIM = 2**DIM_LOG,
    parameter integer SIZE = DIM*DIM,
    parameter integer SIZE_LOG = 2*DIM_LOG,
    parameter integer DATA_WIDTH = 32
)
(
    input wire  s00_axi_aclk,
    input wire  s00_axi_aresetn,
    output reg  s00_axis_tready,
    input wire  s00_axis_tlast,
    input wire  s00_axis_tvalid,
    output reg  m00_axis_tvalid,
    output reg  m00_axis_tlast,
    input wire  m00_axis_tready,
    input wire sel,
    input wire start,
    output reg en_A,
    output reg en_B,
    output reg en_R,
    output reg rw_A,
    output reg rw_B,
    output reg rw_R,
    output reg [SIZE_LOG-1 : 0] addr_A,
    output reg [SIZE_LOG-1 : 0] addr_B,
    output reg [SIZE_LOG-1 : 0] addr_R
);
    localparam
    	S_IDLE      = 5'b00001,
    	S_LOAD_A    = 5'b00010,
    	S_LOAD_B    = 5'b00100,
    	S_CALCULATE = 5'b01000,
    	S_OUTPUT    = 5'b10000;
	reg [4:0] curr_state, next_state;
    reg [SIZE_LOG-1 : 0] addr_A_internal, addr_B_internal, addr_R_internal;
	reg calc_done_internal;
	integer row, col, tmp;
	initial begin
		s00_axis_tready	= 1'b0;
		calc_done_internal = 1'b0;
		addr_R_internal = 'b0;
		addr_A_internal = 'b0;
		addr_B_internal = 'b0;
		row = 'b0;
		tmp = 'b0;
		col = 'b0;
	end
	always @ (curr_state, s00_axis_tvalid, s00_axis_tlast, m00_axis_tready, calc_done_internal, sel, m00_axis_tlast, start) begin 		
		case (curr_state)
			S_IDLE: begin
				if (s00_axis_tvalid == 1 && sel == 0) begin
					next_state = S_LOAD_A;
				end else if (s00_axis_tvalid == 1 && sel == 1) begin
					next_state = S_LOAD_B;
				end else if (start == 1) begin
					next_state = S_CALCULATE;
				end else if (m00_axis_tready == 1) begin
					next_state = S_OUTPUT;
					addr_R_internal = 'b0;
				end else begin
					next_state = curr_state;
				end
			end
			S_LOAD_A: begin
				if (s00_axis_tlast) begin
					next_state = S_IDLE;
				end else begin
					next_state = curr_state;
				end
			 end
			S_LOAD_B: begin
				if (s00_axis_tlast) begin
					next_state = S_IDLE;
				end else begin
					next_state = curr_state;
				end
			 end
			S_CALCULATE: begin
				if (calc_done_internal == 1) begin
					next_state = S_IDLE;		
				end else begin
					next_state = curr_state;
				end	
			end
			S_OUTPUT: begin
				if (m00_axis_tlast == 1) begin  
					next_state = S_IDLE;
				end else begin
					next_state = curr_state;
				end
			end
		endcase
	end
	always @ (posedge s00_axi_aclk) begin
        	if(!s00_axi_aresetn) begin
				curr_state <= S_IDLE;
		end else begin
			curr_state <= next_state;
		end
	end
	always @ (posedge s00_axi_aclk) begin		 
		case (curr_state)
			S_IDLE: begin
				en_A <= 1'b0;
				en_B <= 1'b0;
				en_R <= 1'b0;				
				addr_A <= 'b0;
				addr_B <= 'b0;
				addr_R <= 'b0;
				s00_axis_tready <= 1'b0;
				m00_axis_tvalid <= 1'b0;
				m00_axis_tlast <= 1'b0;
			end
			S_LOAD_A: begin
				en_B <= 1'b0;
				en_R <= 1'b0;				
				en_A <= 1'b1;
				rw_A <= 1'b1;		 
				m00_axis_tvalid <= 1'b0;
				m00_axis_tlast <= 1'b0;
				s00_axis_tready <= 1'b1;
				addr_A <= addr_A_internal;
				addr_A_internal <= addr_A_internal + 1;
			end
			S_LOAD_B: begin
				en_A <= 1'b0;
				en_R <= 1'b0;
				en_B <= 1'b1;
				rw_B <= 1'b1;		 
				s00_axis_tready <= 1'b1;
				m00_axis_tvalid <= 1'b0;
				m00_axis_tlast <= 1'b0;
				addr_B <= addr_B_internal;
				addr_B_internal <= addr_B_internal + 1;	
			end
			S_CALCULATE: begin
				if (!calc_done_internal) begin
					s00_axis_tready <= 1'b0; 
					en_A <= 1'b1;
					en_B <= 1'b1;
					en_R <= 1'b1;
					rw_A <= 1'b0;
					rw_B <= 1'b0;
					rw_R <= 1'b1;			 
					s00_axis_tready <= 1'b0;
					m00_axis_tvalid <= 1'b0;
					m00_axis_tlast <= 1'b0;
					if (tmp == DIM - 1) begin
						if (col == DIM - 1) begin
							if (row == DIM-1) begin
								calc_done_internal <= 1'b1;  
								en_A <= 1'b0;
								en_B <= 1'b0;
								en_R <= 1'b0;
							end else begin
								col <= 'b0;
								tmp <= 'b0;
								row <= row + 1;
							end
						end else begin
							tmp <= 'b0;
							col <= col + 1;
						end
					end else begin
						tmp <= tmp + 1;
					end
					addr_A <= (DIM * row) + tmp;
					addr_B <= (DIM * tmp) + col;
					addr_R <= (DIM * row) + col;
				end else begin
					en_A <= 1'b0;	
					en_B <= 1'b0;
					en_R <= 1'b0;
				end
			end
			S_OUTPUT: begin
				en_A <= 1'b0;
				en_B <= 1'b0;
				en_R <= 1'b1;
				rw_A <= 1'b0;
				rw_B <= 1'b0;
				rw_R <= 1'b0;			 
				s00_axis_tready <= 1'b0;
				m00_axis_tvalid <= 1'b1;
				addr_R <= addr_R_internal;
				addr_R_internal <= addr_R_internal + 1;
				if (addr_R_internal == SIZE-1) begin
					m00_axis_tlast <= 1'b1;
				end else begin
				    m00_axis_tlast <= 1'b0;
				end
			end
		endcase
	end
endmodule
==> /design/flow/run.sh <==
#!/bin/bash
# OpenROAD 26Q1-2900-gdf79404cd8, Yosys 0.63+post, stock flow scripts
make -C /OpenROAD-flow-scripts/flow DESIGN_CONFIG=/design/flow/config.mk WORK_HOME=/design/flow/orfs finish
==> /design/flow/config.mk <==
export PLATFORM = sky130hd
export DESIGN_NAME = mat_mul
export DESIGN_NICKNAME = mat_mul
export VERILOG_FILES = /design/flow/design.v
export SDC_FILE = /design/flow/constraint.sdc
export NUM_CORES = 4
export LEC_CHECK = 1
export CORE_UTILIZATION = 40
==> /design/flow/constraint.sdc <==
current_design mat_mul

set clk_period 7.2
set clk_io_pct 0.2

create_clock -name clk0 -period $clk_period [get_ports {s00_axi_aclk}]

set non_clock_inputs [all_inputs -no_clocks]
set_input_delay [expr $clk_period * $clk_io_pct] -clock clk0 $non_clock_inputs
set_output_delay [expr $clk_period * $clk_io_pct] -clock clk0 [all_outputs]
==> impl_metrics.json <==
{
  "clk_pin_slew_ns": 0.08,
  "path_cells": "inv_1 -> ha_1 -> nor4b_1 -> nand4_1 -> nor4_1 -> and3b_1 -> buf_4",
  "worstSkewPairLatency_ns": 0.35,
  "drt_iter0_markers": 226,
  "clkPwrFrac": 0.401,
  "leakagePower_nw": 2.443,
  "hold_class": "reg -> reg",
  "diodes": 0,
  "p_seq_frac": 0.584,
  "crit_family": "simple AND/OR/NAND/NOR gates",
  "finalHoldViolations": 0,
  "crit_end": "agu.col[24]",
  "synthArstFlopShare": 0,
  "die_area_mm2": 0.01530,
  "fmax_mhz": 380.7,
  "worstMarginPinSlew_ns": 0.6009,
  "slew_headroom": 0.5964,
  "fin_crit_ns": 2.627,
  "fill_cells": 1293,
  "globalplace.congestion": 0.8268,
  "cts_tree": "yes",
  "p_switching_uw": 240.5,
  "ys.flops": 112,
  "r2r_end": "agu.col[24]",
  "layout-area-overhead-vs-synth_pct": 7.075,
  "cts_buffers": 9,
  "vias": 3717,
  "coreArea_mm2": 0.01448,
  "htreeDepth": 3,
  "power_density_mw_per_mm2": 183.2,
  "finalWirelength_um": 9549,
  "drive_gt1_frac": 0.05703,
  "maxCapViolCount": 0,
  "worstPathMaxFanout": 32,
  "tool_warnings": 60,
  "crit_path_end_kind": "flip-flop",
  "post-route-util": 0.4381,
  "crit_type": "reg -> reg",
  "yosysWarnings": 104,
  "drt_first_pass_iters": 5,
  "fin_crit_sh": 0.3648,
  "postCtsSetupBuffers": 0,
  "grt_usage": 0.1427,
  "port-buffer-count": 8,
  "drt.antenna.violating_nets": 0,
  "status": "finished, final reports clean",
  "placementRows": 44,
  "cp_num_cells": 7,
  "cpPeakStageDelay_ns": 0.55,
  "synth_cells": 511,
  "r2r_cells": 7,
  "hold_buffers": 0,
  "top_level_ports": 78,
  "drc_errors": 0,
  "synth_area_mm2": 0.005924,
  "die_y_um": 123.7,
  "crit_arrival_ns": 2.69,
  "grt_pass1_wl_um": 16410,
  "fp_util": 0.4092,
  "r2r_slack_ns": 4.57,
  "yosys-stat-area_mm2": 0.005924,
  "grt_max_degree": 33,
  "cts.path.max_buffers": 2,
  "switching_share": 0.2070,
  "untimed_endpoints": 5,
  "gr-total-overflow": 0,
  "edf_count": 99,
  "critPathLaunch": "agu.row[1]",
  "ys_types": 42,
  "worst_setup_path_start_kind": "flip-flop",
  "synth_area_per_cell_um2": 11.59,
  "die-width_um": 123.7,
  "cts_resized": 0,
  "p_comb_frac": 0.015,
  "tns_ns": 0,
  "cts_root_buf": "clkbuf_16",
  "r2r-start": "agu.row[1]",
  "critPathBufInv": 2,
  "rsz0062_at_grt": "no",
  "final-setup-viol-count": 0,
  "slew_violations": 0,
  "ys_cells": 511,
  "grt_antenna_before_repair": 0,
  "ir_worst_vdd_v": 0.0001354,
  "vias_per_cell": 5.235,
  "clock_skew_ns": 0.01016,
  "slowest_stage": "nor4_1",
  "worst-endpoint-required_ns": 7.26,
  "flop_cell": "edfxtp_1",
  "wl_per_cell_um": 13.45,
  "grt_pass1_vias": 3412,
  "dpl.hpwl_um": 6386,
  "p_int_uw": 921.5,
  "unclocked_regs": 5
}
[sequential cells by signal (all words and copies together), names as in the netlist]
name / cells
agu.calc_done_internal: 1
agu.row: 32
agu.m00_axis_tvalid: 1
m00_axis_tready_pipe_3: 1
agu.next_state: 5
agu.tmp: 32
agu.curr_state: 5
m00_axis_tready_pipe_1: 1
agu.col: 32
agu.s00_axis_tready: 1
m00_axis_tready_pipe_2: 1
[synthesized netlist by cell type (2+ instances only)]
master    number  share of area
dfxtp_1        8          0.027
nor2_1        25          0.016
o221ai_1       2         0.0030
edfxtp_1      99           0.50
o211ai_1       2         0.0025
nand4_1       37          0.039
nor4_4         3          0.011
and3_1        17          0.018
clkbuf_1       6         0.0038
nor4b_1        3         0.0044
nor3_1        11         0.0093
nor4_2         3         0.0063
inv_1         15         0.0095
and2_1         7         0.0074
nand4_4        2         0.0072
xor2_1        22          0.033
dlxtn_1        5          0.013
ha_1           6          0.013
o31ai_1        2         0.0025
nor4_1        23          0.024
a21oi_1        4         0.0034
conb_1         2         0.0013
buf_2          3         0.0025
nand2_1       26          0.016
xnor2_1       71           0.10
o21ai_0        2         0.0017
buf_4         38          0.048
and4_1        11          0.016
nand3_1       43          0.036
[power groups by stage]
| stage | Sequential [mW] | Combinational (mW) | Clock, mW |
|---|---|---|---|
| final | 0.678 | 0.0180 | 0.466 |
| after global routing | 0.679 | 0.0210 | 0.506 |
| after CTS | 0.678 | 0.0183 | 0.482 |
[final cells by class]
cell class                      count  area, um^2  area share
Sequential cell                   112        3208      0.5057
Timing Repair Buffer               12       110.1     0.01736
Multi-Input combinational cell    371        2461      0.3880
Clock inverter                      7       52.55    0.008284
Tap cell                          184       230.2     0.03629
Clock buffer                        9       225.2     0.03550
Inverter                           15       56.30    0.008876
[per-stage QoR]
stage	cells	instance area [um^2]	setup WS, ns	total power, mW	hold slack (ns)
after detailed placement	694	6066	4.612	0.7103	0.4201
after global routing	710	6344	4.386	1.206	0.4524
after CTS	710	6344	4.573	1.179	0.4371
after floorplan	546	6056	3.408	0.7157	0.4118
after global placement	694	6066	4.641	0.7105	0.4192
final	710	6344	4.573	1.162	0.4330
[layout by cell type (no fill, tap or decap), types with 8 or more instances in the layout]
master,n
inv_1,15
nor2_1,25
and3_1,17
clkdlybuf4s50_1,8
xnor2_1,71
nor3_1,11
nand2_1,26
clkbuf_16,9
and4_1,11
nor4_1,23
nand4_1,37
dfxtp_1,8
nand3_1,43
edfxtp_1,99
conb_1,37
xor2_1,22
[cells by family (layout without fill, tap and decap cells)]
group / Yosys count / count (layout) / synth area share
buf+inv: 63 / 43 / 0.06589
xor+xnor: 93 / 93 / 0.1375
compound gates: 17 / 17 / 0.01964
fa+ha+maj: 6 / 6 / 0.01267
other cells: 2 / 37 / 0.001268
latches: 5 / 5 / 0.01267
simple gates: 218 / 218 / 0.2215
flops: 107 / 107 / 0.5288
[how the worst min path moves through the flow]
stage,startpoint,to,cells past startpoint
4_1_cts,m00_axis_tready_pipe_2,m00_axis_tready_pipe_3,1
5_1_grt,m00_axis_tready_pipe_2,m00_axis_tready_pipe_3,1
6_report,m00_axis_tready_pipe_2,m00_axis_tready_pipe_3,1
[metal layers]
layer	GRT usage	part of all wire
met1	0.2417	0.50
met2	0.2069	0.45
met3	0.03178	0.043
met4	0.01883	0.013
met5	0	0
Power is estimated from default activity; no workload was simulated.
